$ cat ./config.mk
export PLATFORM = sky130hd
export DESIGN_NAME = counter
export DESIGN_NICKNAME = counter
export VERILOG_FILES = /design/flow/design.v
export SDC_FILE = /design/flow/constraint.sdc
export NUM_CORES = 4
export LEC_CHECK = 1
export CORE_AREA = 10 10 70 70
export DIE_AREA = 0 0 80 80
$ cat ./design.v
`timescale 1ns/1ns
module counter(input bit clk, input bit reset_n, output byte unsigned count);
    always @(posedge clk)
        count <= reset_n ? count + 1 : 'b0;
endmodule
$ cat ./constraint.sdc
current_design counter

set clk_period 1.7
set clk_io_pct 0.2

create_clock -name clk0 -period $clk_period [get_ports {clk}]

set non_clock_inputs [all_inputs -no_clocks]
set_input_delay [expr $clk_period * $clk_io_pct] -clock clk0 $non_clock_inputs
set_output_delay [expr $clk_period * $clk_io_pct] -clock clk0 [all_outputs]
$ cat ./run.sh
#!/bin/bash
# OpenROAD 26Q1-2900-gdf79404cd8, Yosys 0.63+post, stock flow scripts
make -C /OpenROAD-flow-scripts/flow DESIGN_CONFIG=/design/flow/config.mk WORK_HOME=/design/flow/orfs finish
==> results_dict.tcl <==
# collected from the flow reports
set metrics [dict create \
    ys_cells 32 \
    power_switching_mw 0.0813 \
    worst_hold_path.num_cells 2 \
    clockBufferDepth 2 \
    worstPathArrival_ns 1.18 \
    ys_sh_mux_pct 3.09 \
    dr.pass1.iters 4 \
    vias 254 \
    whs_ns 0.476 \
    setup_slack_ns 0.178 \
    initial_core_util_pct 9.49 \
    crit_slowest_cell "clkdlybuf4s50_1" \
    insertion_delay_ns 0.25 \
    cts_hold_buf 0 \
    min_from "count[7]$_SDFF_PN0_" \
    hp-class "flop to flop" \
    synth_cell_type_count 16 \
    grt_use_total_pct 2.39 \
    dr.first_iter.drc_count 6 \
    power_frac_clock_pct 39.5 \
    design_area_um2 494 \
    synth-simple-area-share_pct 27.8 \
    aoi_share_pct 7.72 \
    p_leak_nw 0.172 \
    synth_flop_count 8 \
    switching_share_pct 21.8 \
    syn_to_final_growth_pct 52.5 \
    synth_xor_xnor_area_share_pct 8.11 \
    slew_violations 0 \
    ant_nets 0 \
    max_freq_mhz 657 \
    place.gp.congestion 0.794 \
    postSynthAreaPerCell_um2 10.1 \
    largest_reg_flops 8 \
    comb_area_um2 164 \
    power_frac_comb_pct 6.8 \
    die_x_um 80 \
    die_h_um 80 \
    drcViolationCount 0 \
    ir_drop_uv 407 \
    grt_max_degree 10 \
    hpwl_um 557 \
    skew_ns 0.000704 \
    topCellsByArea "dfxtp_1 (49%), and2_1 (5.8%), xnor2_1 (5.4%)" \
    max_stage_delay_ns 0.51 \
    cp_cell_sequence "clkdlybuf4s50_1" \
    core_area_um2 3420 \
    grt_pass1_wl_um 1160 \
    totalWireLength_um 725 \
    fillers 402 \
    postPlaceCellArea_um2 472 \
    period_needed_ns 1.52 \
    common_cells "dfxtp_1 (8), and2_1 (3)" \
    synth.most_common_cell "dfxtp_1" \
    diodes 0 \
    drv_cap 0 \
    final_util_pct 14.5 \
    antenna_found_initial 0 \
    cp-start-kind "flop" \
    avgRoutedWirePerCell_um 8.06 \
    cts_setup_buffers 0 \
    timing.rr.start "count[0]$_SDFF_PN0_" \
    cts_resized 0 \
    critPathTopFamily "buffers and inverters" \
    p_int_mw 0.292 \
    whs_endpoint "count[7]$_SDFF_PN0_" \
    timing.setup.critical_path_class "flop to output pin" \
    yosys.stat.seqShare_pct 49.4 \
    outcome "completed" \
    r2r-end "count[6]$_SDFF_PN0_" \
    largest_register "count" \
    power_density_nw_per_um2 756 \
    portBuffers 9 \
    gr-total-overflow 0 \
    regArea_um2 160 \
    synth_area_um2 324 \
    rsz0062_at_grt "no" \
    worstPathRequired_ns 1.36 \
    end_kind "output pin" \
    drive_gt1_share_pct 9.09 \
    rr_worst_depth 4 \
    edf_count 0 \
    syn_inst 32 \
    top_logic_kind "simple AND/OR/NAND/NOR gates" \
    cts_max_level 1 \
    synthArstFlopShare_pct 0 \
    ctsRootBufferMaster "clkbuf_4" \
    core.rowCount 21 \
    cts_tree "yes" \
    adder_share_pct 3.86 \
    top_cell_area_share_pct 49.4 \
    finalClockPeriodUsage_pct 89.5 \
    cts_buffers 3 \
    finalHoldViolations 0 \
    path_max_fanout 5 \
    critPathBufInv 1 \
    r2r_setup_slack_ns 0.39 \
    tool_warnings 25 \
    clock-sinks 8 \
    tns_ns 0 \
    grt_pass1_vias 250 \
    flop_cell "dfxtp_1" \
    pin_count 10 \
    ys_area_um2 324 \
    pre_cts_ws_ns 0.437 \
    worst_pin_slew_ns 0.278 \
    p_seq_share_pct 53.7 \
    yosys_warnings 1 \
    via_per_inst 2.82 \
    top_regs "count (8)" \
    path_clk_slew_ns 0.05 \
    chip_area_um2 6400 \
    yosys.area.top_type "dfxtp_1" \
    maxSlewHeadroom_pct 81.4 \
    setup_viol 0 \
]
-- layout by cell type (no fill, tap or decap), types with 2 or more instances in the layout --
master           netlist  routed
a21boi_1               2       2
and2_1                 3       3
clkbuf_4               0       3
clkdlybuf4s50_1        0       9
dfxtp_1                8       8
nand2_1                2       2
nand3_1                2       2
nor2b_1                2       2
o21ai_0                2       2
or3_1                  2       2
xnor2_1                2       2
-- power groups by stage --
stage | registers, mW | clock network (mW) | logic (mW)
CTS | 0.201 | 0.154 | 0.0260
global route | 0.202 | 0.165 | 0.0279
finish | 0.201 | 0.148 | 0.0253
-- logic make-up (layout without fill, tap and decap cells) --
family | after synthesis | in the layout
flops | 8 | 8
buf+inv | 0 | 12
simple gates | 15 | 15
mux | 1 | 1
xor+xnor | 3 | 3
compound gates | 4 | 4
fa+ha+maj | 1 | 1
-- through the flow --
stage | total power, mW | instances
4_1_cts | 0.380 | 90
5_1_grt | 0.395 | 90
3_3_place_gp | 0.231 | 87
2_1_floorplan | 0.212 | 32
3_5_place_dp | 0.230 | 87
6_report | 0.374 | 90
-- per-layer routing --
metal  part of all wire, %  GRT usage, %
met1                    55          3.22
met2                    24          2.33
met3                    21          2.95
met4                     0             0
met5                     0             0
-- layout make-up --
type | count | share of cell area (%)
Timing Repair Buffer | 9 | 18.2
Tap cell | 46 | 11.6
Sequential cell | 8 | 32.4
Multi-Input combinational cell | 24 | 33.2
Clock buffer | 3 | 4.56
-- how the worst max path moves through the flow --
stage | cells past startpoint | from | endpoint | slack, ns
4_1_cts | 1 | count[3]$_SDFF_PN0_ | count[3] | 0.15
5_1_grt | 1 | count[4]$_SDFF_PN0_ | count[4] | 0.10
6_report | 1 | count[3]$_SDFF_PN0_ | count[3] | 0.18
Power is estimated from default activity; no workload was simulated.
